===== flow/run.sh =====
#!/bin/bash
# OpenROAD 26Q1-2900-gdf79404cd8, Yosys 0.63+post, stock flow scripts
make -C /OpenROAD-flow-scripts/flow DESIGN_CONFIG=/design/flow/config.mk WORK_HOME=/design/flow/orfs finish

===== flow/config.mk =====
export PLATFORM = sky130hd
export DESIGN_NAME = uart_rx
export DESIGN_NICKNAME = uart_rx
export VERILOG_FILES = /design/flow/design.v
export SDC_FILE = /design/flow/constraint.sdc
export NUM_CORES = 4
export LEC_CHECK = 1
export CORE_UTILIZATION = 50
export SYNTH_HDL_FRONTEND = slang

===== flow/constraint.sdc =====
current_design uart_rx

set clk_period 6.3
set clk_io_pct 0.2

create_clock -name clk0 -period $clk_period [get_ports {clk}]

set non_clock_inputs [all_inputs -no_clocks]
set_input_delay [expr $clk_period * $clk_io_pct] -clock clk0 $non_clock_inputs
set_output_delay [expr $clk_period * $clk_io_pct] -clock clk0 [all_outputs]

===== flow/design.v =====
module clk_strobe #(parameter DIV = 4)(
    input clk,
    input reset,
    output strobe
);
reg [31:0]counter = 0;
assign strobe = (counter == DIV - 1);
always @(posedge clk) begin
    if (!reset || counter == DIV - 1)
        counter <= 0;
    else
        counter <= counter + 1;
end
endmodule
module uart_rx #(
    parameter CLK_FREQ = 14745600,   
    parameter BAUDRATE = 115200,     
    parameter DATA_WIDTH = 8         
) (
    input wire clk,
    input wire tx_line,          
    output reg [DATA_WIDTH-1:0] receive_data = 0, 
    output reg is_receiving,         
    output reg is_finished
);
localparam  RX_IDLE   = 3'd0,
            RX_RECV   = 3'd1,
            RX_LAST   = 3'd2,
            RX_FINISH = 3'd3;
initial begin
    is_receiving = 0;
    is_finished  = 0;
    receive_data = 0;
end
wire rx_strobe;
reg reset = 1'b0;
clk_strobe #(
    .DIV(CLK_FREQ / BAUDRATE)
) clk_div (
    .clk(clk), 
    .strobe(rx_strobe),
    .reset(reset)
);
reg [3:0]state   = RX_IDLE;
reg [3:0]bit_num = 0;
always @(posedge clk) begin
    case (state)
        RX_IDLE:
            if (tx_line == 0) begin
                state <= RX_RECV;
                is_receiving <= 1;
                is_finished <= 0;
                reset <= 1'b1;        
                 receive_data <= 0;
                bit_num <= 0;
            end
        RX_RECV:
            if (rx_strobe) begin
                if (bit_num != DATA_WIDTH) begin
                    receive_data[bit_num] <= tx_line;          
                    bit_num <= bit_num + 1;
                end
                else begin
                    state <= RX_LAST;
                end
            end
        RX_LAST:
            if (rx_strobe) begin
                is_finished <= 1;
                state <= RX_FINISH;
            end
        RX_FINISH: begin
            state <= RX_IDLE;
            is_receiving <= 0;
            reset <= 0;
        end
        default: state <= RX_IDLE;
    endcase
end
endmodule

==> results.cfg <==
; physical design summary
[power]
comb_power_share = 0.278
ir_drop_mv = 0.218
p_total_uw = 898
p_leak_nw = 0.875
power.switching_uw = 275
internal-power_uw = 623
swShare = 0.306
powerDensity_mw_per_mm2 = 335
p_clk_frac = 0.223
seq_power_share = 0.499

[timing]
rsz0062_at_grt = no
finalHoldViolCount = 0
period_needed_ps = 2570
setup_viol_count_final = 0
worst_slew_margin_rel = 0.596
tns_ps = 0
whs_ps = 459
worst_pin_slew_ps = 606
period_used_share = 0.407
clock_skew_ps = 8.08
fmax_mhz = 390
slew_violations = 0

[clock_tree]
cts_made_buffers = 5
clock-root-buffer = clkbuf_8
path_clk_slew_ps = 80
post_cts_buffers = 0
holdBufCountCts = 0
post_cts_resized = 0
htree_levels = 2
cts.sinks = 48
cts_tree = yes
cts_buffer_depth = 2
insertion_delay_ps = 300

[floorplanning]
core_area_mm2 = 0.00469
die_h_um = 71.8
die_area_mm2 = 0.00515
io_pins = 12
die_w_um = 71.8
fp-row-count = 25
initial_core_util = 0.519

[synthesis]
yosysTopAreaCell = dfxtp_1
seq_area_frac_synth = 0.460
ys_async_sr_fraction = 0
synthAoiAreaFrac = 0.120
top_cell_area_share = 0.263
mux_share = 0.0247
synthCells = 260
ys_top_logic_family = simple AND/OR/NAND/NOR gates
synth_area_per_cell_um2 = 9.36
ys_sh_simple = 0.272
common_cells = dfxtp_1 (32), a21oi_1 (20), nand2_1 (18), nor2_1 (17), edfxtp_1 (16)
synth.most_common_cell = dfxtp_1
synthDistinctLibCells = 36
flop_cell = dfxtp_1
xor_share = 0.0432
syn_area_mm2 = 0.00243
ys_sh_adder = 0.0411
edf_count = 16
ys_cells = 260
yosysChipArea_mm2 = 0.00243
ys_ff = 48
yosysWarnings = 0
area_leaders = dfxtp_1 (26%), edfxtp_1 (20%), or4_1 (4.6%)

[grt]
antenna_found_initial = 0
grt_pass1_wl_um = 7730
grt_use_total = 0.194
grt_start_max_net_pins = 22
grt_pass1_vias = 1753
gr-total-overflow = 0

[placed_design]
post-dp-hpwl_um = 3100
gp_congestion = 0.811
dp.cells = 316
port_buffers = 11

[outcome]
outcome = complete, no violations

[critical_path]
crit_slowest_cell = clkdlybuf4s50_1
critPathBufInv = 1
endpoint_kind = register
path_cells = clkdlybuf4s50_1 > nand2_1 > o21a_1
cpLargestDelayFamily = buffers and inverters
cp_max_fo = 12
startpoint_type = input pin
arrival_ps = 2500
rrSetupSlack_ps = 3900
cp.required_ps = 6240
crit_type = input pin to register
cpPeakStageDelay_ps = 550

[routing]
wire_per_inst_um = 14.2
firstDrtPassIters = 4
viasPerCell = 5.73
diodes = 0
wl_um = 4590
vias = 1856
final_antenna_net_count = 0
drc = 0
drtIter0Drc = 88

[cells_and_area]
utilization = 0.570
syn_to_final_growth_pct = 9.92
drive_gt1_frac = 0.0519
finalNonFillerCells = 324
nFillCells = 427

[hold_path]
hp-class = register to register

[flow_run]
warnings = 29
drv_cap = 0
==> state kept, by name (all words and copies together) (netlist names) <==
| register | cells |
|---|---|
| clk_div.counter | 32 |
| receive_data | 8 |
| reset | 1 |
| state | 2 |
| bit_num | 4 |
| is_finished | 1 |
==> cell type report <==
type	instances	area (um2)	share of cell area
sequential	48	1120	0.419
timing repair buffer	12	118	0.0439
inverter	11	41.3	0.0154
clock buffer	7	97.6	0.0365
multi-input combinational	191	1230	0.458
tap	54	67.6	0.0252
clock inverter	1	5.00	0.00187
==> final timing paths <==
check / from / endpoint / depth (start not counted)
setup / recovery: tx_line / receive_data[1]$_SDFFCE_PN0P_ / 3
hold / removal: clk_div.counter[0]$_SDFF_PP0_ / clk_div.counter[0]$_SDFF_PP0_ / 1
setup reg to reg: clk_div.counter[0]$_SDFF_PP0_ / clk_div.counter[22]$_SDFF_PP0_ / 5
hold reg to reg: clk_div.counter[0]$_SDFF_PP0_ / clk_div.counter[0]$_SDFF_PP0_ / 1
==> routing by layer <==
metal / wire [um] / part of all wire / GRT usage
met2: 2110 / 0.46 / 0.321
met1: 2300 / 0.50 / 0.295
met4: 34 / 0.0074 / 0.0218
met5: 0 / 0 / 0
met3: 141 / 0.031 / 0.0300
==> per-stage QoR <==
step	setup WS [ps]	instance area [um2]
after floorplan	4030	2430
after global placement	3420	2570
after detailed placement	3390	2570
after CTS	3740	2680
after global routing	3650	2680
final	3730	2680
==> worst reg2reg max path: stages (launching register included) <==
cell and delay, ps:
dfxtp_1 360, ha_1 270, nand3_1 140, or4_1 810, or4_1 610, a21oi_1 150
==> logic make-up after synthesis <==
| group | count (synthesis) |
|---|---|
| flops | 48 |
| mux | 6 |
| compound gates | 49 |
| xor+xnor | 12 |
| fa+ha+maj | 8 |
| simple gates | 116 |
| buf+inv | 21 |
==> power groups by stage <==
stage | combinational [mW] | sequential [mW] | clock, mW
after CTS | 0.253 | 0.448 | 0.211
final | 0.250 | 0.448 | 0.200
after global routing | 0.283 | 0.456 | 0.220
==> layout by cell type, fill, tap and decap left out, types with 2 or more instances in the layout <==
| cell type | n |
|---|---|
| a21boi_0 | 2 |
| a21oi_1 | 20 |
| and2_1 | 2 |
| and3_1 | 3 |
| and4_1 | 2 |
| clkbuf_8 | 5 |
| clkdlybuf4s50_1 | 11 |
| dfxtp_1 | 32 |
| edfxtp_1 | 16 |
| ha_1 | 8 |
| inv_1 | 10 |
| mux2i_1 | 6 |
| nand2_1 | 18 |
| nand2b_1 | 3 |
| nand3_1 | 12 |
| nand4_1 | 4 |
| nor2_1 | 17 |
| nor2b_1 | 9 |
| nor3_1 | 10 |
| nor4_1 | 8 |
| o21a_1 | 3 |
| o21ai_0 | 6 |
| o21ai_1 | 4 |
| o31ai_1 | 13 |
| or2_2 | 2 |
| or3_1 | 6 |
| or4_1 | 15 |
| xnor2_1 | 8 |
| xor2_1 | 4 |
Power figures rest on the tool's default switching activity, not on a simulated workload.
