==> design.v <==
module clk_strobe #(parameter DIV = 4)(
    input clk,
    input reset,
    output strobe
);
reg [31:0]counter = 0;
assign strobe = (counter == DIV - 1);
always @(posedge clk) begin
    if (!reset || counter == DIV - 1)
        counter <= 0;
    else
        counter <= counter + 1;
end
endmodule
module uart_tx #(
    parameter CLK_FREQ = 14745600, 
    parameter BAUDRATE = 115200, 
    parameter DATA_WIDTH = 8
) (
    input wire clk,
    input wire next_addr,
    input wire start,  
    input wire [DATA_WIDTH - 1:0] transmit_data,  
    output reg tx_line
);
reg is_send;
assign next_addr = is_send;
initial begin 
    tx_line = 1;
    is_send = 0;
end
localparam  TX_IDLE   = 3'd0,
            TX_START  = 3'd1,
            TX_RUN    = 3'd2,
            TX_LAST   = 3'd3,
            TX_FINISH = 3'd4;
wire tx_strobe;
reg reset = 0;
clk_strobe #(
    .DIV(CLK_FREQ / BAUDRATE)
) clk_div (
    .clk(clk), 
    .strobe(tx_strobe),
    .reset(reset)
);
reg [DATA_WIDTH - 1:0] data = 0;
reg [3:0] bit_num = 0;
reg [3:0] state = TX_IDLE;
always @(posedge clk) begin
    case (state)
        TX_IDLE: begin
            if (start) begin
                is_send <= 0;
                state <= TX_START;
                reset <= 1'b1;
            end
        end
        TX_START: begin
            if (tx_strobe) begin
                data <= transmit_data;
                state <= TX_RUN;
                bit_num <= 0;
                tx_line <= 0;
            end
        end
        TX_RUN: begin
            if (tx_strobe) begin
                if (bit_num != DATA_WIDTH) begin
                    tx_line <= data[bit_num];
                    bit_num <= bit_num + 1;
                end 
                else begin
                    state <= TX_LAST;
                end
            end
        end
        TX_LAST: begin
            if (tx_strobe) begin
                state <= TX_FINISH;
                tx_line <= 1;
            end
        end
        TX_FINISH: begin
            state <= TX_IDLE;
            is_send <= 1;
            reset <= 1'b0;            
        end
        default: state <= TX_IDLE;
    endcase
end
endmodule
==> run.sh <==
#!/bin/bash
# OpenROAD 26Q1-2900-gdf79404cd8, Yosys 0.63+post, stock flow scripts
make -C /OpenROAD-flow-scripts/flow DESIGN_CONFIG=/design/flow/config.mk WORK_HOME=/design/flow/orfs finish
==> config.mk <==
export PLATFORM = sky130hd
export DESIGN_NAME = uart_tx
export DESIGN_NICKNAME = uart_tx
export VERILOG_FILES = /design/flow/design.v
export SDC_FILE = /design/flow/constraint.sdc
export NUM_CORES = 4
export LEC_CHECK = 1
export CORE_UTILIZATION = 40
export SYNTH_HDL_FRONTEND = slang
==> constraint.sdc <==
current_design uart_tx

set clk_period 4.8
set clk_io_pct 0.2

create_clock -name clk0 -period $clk_period [get_ports {clk}]

set non_clock_inputs [all_inputs -no_clocks]
set_input_delay [expr $clk_period * $clk_io_pct] -clock clk0 $non_clock_inputs
set_output_delay [expr $clk_period * $clk_io_pct] -clock clk0 [all_outputs]
==> Changelog: implementation <==
### Physical design

* Worst setup EP type: flip-flop
* YS chip area at 0.00242 mm²
* Yosys Instances at ~230
* Flop pwr share at 0.588
* Worst Hold Class: flip-flop to flip-flop
* Status: complete, no violations
* Mean area per synthesized cell at roughly 10 µm²
* Leak at 0.865 nW
* Synthesized area at 0.00242 mm²
* Critical Path AT at 2.39 ns
* Most frequent logic cell in the layout: dfxtp_1
* Slew Limit Fails at 0
* NetSw at 0.237 mW
* Final Critical Period at 2.43 ns
* Port Buffer Count at 10
* DR vias at 1777
* Fin Setup TNS at 0 ns
* # resized after CTS at 0
* WL/cell at 14.7 µm
* First-pass GRT wire length at 7710 µm
* Hold buffers post-CTS at 0
* CTS buffer count at 5
* Final period util at 0.506
* CORE AREA at roughly 0.0057 mm²
* Slew @ Worst Pin at 0.496 ns
* Vias in the first global route at around 1700
* Setup Skew at roughly 0.0053 ns
* Clk buf depth at 2
* Switching share of total power at 0.274
* Antenna viol nets, final at 0
* Clock Sinks at between 40 and 50
* Cells after synthesis at 231
* WHS Path Cells at 1
* Max-slew headroom at 0.667
* Flop area at 0.00115 mm²
* WP data required at 4.77 ns
* Chip width at 79.8 µm
* Placed Area at 0.00256 mm²
* Largest net degree at the start of global routing at 33
* Final setup vio count at 0
* Crit Path Max Fanout at 8
* Fmax at 0.412 GHz
* Post-synthesis sequential area ratio at 0.475
* RSZ-0062 raised after global routing: false
* Area Overhead vs Synth at 9.19%
* Hold Vio Cnt, Final at 0
* Top Layout Cells: dfxtp_1 (32), edfxtp_1 (17), nand2_1 (12), nand3_1 (12), nor3_1 (12)
* Maximum level of the CTS H-tree at 2
* First-pass iteration count of the detailed router at 4
* Die ar. at 0.00637 mm²
* Worst skew pair latency at 0.30 ns
* Cell Type Count at 41
* Iter 0 DRT Violations at 62
* Fill cells at 536
* Combinational Power Share at 0.137
* Clock Pin Slew Worst Setup and Hold Paths at approximately 0.090 ns
* Initial antenna violation count at 0
* Setup bufs post-CTS at 0
* Gr usage total at 0.158
* Die Y at 79.8 µm
* DR vias/cell at 5.75
* Number of enable flip-flop cells at 17
* Power Density at 326 mW/mm²
* Area of the multi-input gates at 0.00118 mm²
* FP Util at 0.427
* Post-synth top area cell: dfxtp_1
* DR DRC count at 0
* Gpl congestion at approximately 0.77
* FF-to-FF path depth at 5
* Gr ovfl total at 0
* Diode count at 0
* Share of cells above drive strength 1 at 0.110
* Area leader share at 0.264
* Worst vdd ir at 225 µV
* Main flop type: dfxtp_1
* FF+latch count, synth at 49
* Maxcap violations at 0
* Drt total wl at 4530 µm
* I/O pin cnt at 12
* Placement Rows at 27
* Core Util, Final at 0.466
* Crit Path Class: flip-flop to flip-flop
* Log Warnings at 27
* Dpl hpwl at roughly 2900 µm
* Power share of the clock group at 0.275
* Startpoint Class: flip-flop
* Asr flop ratio synth at 0
* CTS tree: yes
* Root buf cell: clkbuf_8
* Post-Layout Inst Area at 0.00265 mm²
* Int Pwr at roughly 0.63 mW
* Cell area leaders: dfxtp_1 (26%), edfxtp_1 (21%), a211oi_2 (3.6%), a211oi_1 (3.4%), xor2_1 (3.3%)
* Syn. warnings at 0
## per-layer routing
layer	vias up	global-route usage	wire length, µm
met2	24	0.244	2020
met1	842	0.248	2340
met3	4	0.0290	140
li1	907	-	-
met4	0	0.0179	31
met5	-	0	0
## sequential cells by signal (all words and copies together) (netlist names)
register / cells
clk_div.counter: 32
data: 8
bit_num: 4
state: 3
reset: 1
tx_line: 1
## final timing paths
path                                       from                            end  slack [ns]
setup reg to reg  clk_div.counter[0]$_SDFF_PP0_              data[6]$_DFFE_PP_        2.37
hold reg to reg   clk_div.counter[0]$_SDFF_PP0_  clk_div.counter[0]$_SDFF_PP0_        0.49
setup / recovery  clk_div.counter[0]$_SDFF_PP0_              data[6]$_DFFE_PP_        2.37
hold / removal    clk_div.counter[0]$_SDFF_PP0_  clk_div.counter[0]$_SDFF_PP0_        0.49
## final cells by class
class / instances / area share
clock inverter: 3 / 0.00662
timing repair buffer: 12 / 0.0435
sequential: 49 / 0.435
inverter: 7 / 0.00993
tap: 72 / 0.0340
clock buffer: 5 / 0.0260
multi-input combinational: 161 / 0.445
## synth_stat cells (8+ instances only)
cell type / number
a211oi_1: 11
dfxtp_1: 32
edfxtp_1: 17
nand2_1: 12
nand3_1: 12
nor3_1: 12
o21ai_0: 8
o31ai_1: 10
or3_1: 9
or4_1: 10
xor2_1: 9
## logic make-up (layout without fill, tap and decap cells)
logic type / count (synthesis) / after routing / share of synthesized area
DFF: 49 / 49 / 0.475
muxes: 3 / 3 / 0.0227
and+or+nand+nor: 97 / 97 / 0.253
adders and majority gates: 3 / 3 / 0.0155
xor gates and xnor gates: 14 / 14 / 0.0506
buffers and inverters: 21 / 27 / 0.0392
AOI/OAI and AO/OA: 44 / 44 / 0.144
## worst max-delay path, stage by stage (launching register included)
cell and delay [ns]:
dfxtp_1 0.38, ha_1 0.19, and3_1 0.35, nand4_1 0.19, nor4_4 0.48, and4bb_1 0.51
## stage by stage
stage	worst slack [ns]	total power, mW	hold slack (ns)	std cells
after floorplan	2.76	0.603	0.445	231
after global placement	2.36	0.636	0.474	301
after detailed placement	2.36	0.636	0.478	301
after CTS	2.34	0.876	0.491	309
after global routing	2.19	0.911	0.516	309
final	2.37	0.863	0.487	309
## power groups by stage
stage | combinational [mW] | clock [mW] | sequential (mW)
4_1_cts | 0.120 | 0.248 | 0.508
6_report | 0.119 | 0.237 | 0.508
5_1_grt | 0.135 | 0.263 | 0.513
No activity file was given, so power comes from the tool's default toggle rates.
