<file path="./run.sh">
#!/bin/bash
# OpenROAD 26Q1-2900-gdf79404cd8, Yosys 0.63+post, stock flow scripts
make -C /OpenROAD-flow-scripts/flow DESIGN_CONFIG=/design/flow/config.mk WORK_HOME=/design/flow/orfs finish
</file>
<file path="./config.mk">
export PLATFORM = sky130hd
export DESIGN_NAME = rom_control
export DESIGN_NICKNAME = rom_control
export VERILOG_FILES = /design/flow/design.v
export SDC_FILE = /design/flow/constraint.sdc
export NUM_CORES = 4
export LEC_CHECK = 1
export CORE_AREA = 10 10 70 70
export DIE_AREA = 0 0 80 80
export SYNTH_HDL_FRONTEND = slang
</file>
<file path="./constraint.sdc">
current_design rom_control

set clk_period 1.7
set clk_io_pct 0.2

create_clock -name clk0 -period $clk_period [get_ports {clk}]

set non_clock_inputs [all_inputs -no_clocks]
set_input_delay [expr $clk_period * $clk_io_pct] -clock clk0 $non_clock_inputs
set_output_delay [expr $clk_period * $clk_io_pct] -clock clk0 [all_outputs]
</file>
<file path="./design.v">
module rom_control #(parameter ADDR_WIDTH = 5, parameter DATA_WIDTH = 8)(
    input wire clk,
    input wire next_addr,  
    output reg [ADDR_WIDTH - 1:0]addr = 0
);
always @(posedge clk) begin
    if (next_addr && addr != 2**ADDR_WIDTH - 1)
        addr <= addr + 1;
end
endmodule
</file>
==> qor.txt <==
maximum root-to-sink buffer count = 2
post-synth cell types = 8
CTS Buf Count = 3
drt first pass iters = 2
Clock Latency Late Sink = 240 ps
yosys aoi share = 0%
crit-path max FO = 5
Adder Area Share = 11.6%
routed len/inst = 6.92 um
core box area = 3420 sq um
Max Cap Viol = 0
RSZ-0062 raised after global routing = no
CTS Sinks = 5
# DRC = 0
Peak VDD IR = 0.213 mV
Setup Viol. Count Final = 0
Power Density = 967 nW/um^2
Worst setup SP type = register
cell count after synthesis = 13
Yosys warnings = 0
WHS Endpoint = addr[4]
required time of the critical path = 1660 ps
RR Endpoint = addr[1]
status = finished clean
first-pass GRT wire length = 717 um
Initial Util = 6.30%
number of logged tool warnings = 25
MUX share of area = 0%
crit path launch = addr[0]
gr usage total = 1.70%
sequential area share after synthesis = 69.8%
Syn Std Cell Area = 215 sq um
pin count of the biggest net entering global routing = 6
R2R Path Start = addr[0]
Largest regs = addr (5)
YS chip area = 215 sq um
vias in the first global route = 159
Worst-path clk slew = 40 ps
Die X = 80 um
Synth logic family = adder cells
R2R cell count = 5
hold bufs inserted after CTS = 0
Setup crit end kind = register
syn_area_per_cell = 16.6 sq um
setup tns final = 0 ps
H-tree Lvls = 1
Worst-Margin Slew = 162 ps
worst hold stages = 1
CTS Root Cell = clkbuf_4
crit path DAT = 1570 ps
Worst Skew = 3.81 ps
die area = 6400 sq um
Die Ht = 80 um
max reg flops = 5
kind of critical path = reg -> reg
Area Growth Syn to Fin = 77.3%
Via density = 2.17
part of the cycle the worst path needs = 94.9%
Slew Viols, Final = 0
Ports = 7
GRT overflow = 0
share of cells above drive strength 1 = 26.9%
R2R Setup Slk = 90 ps
P_leak = 0.000140 uW
minimum clock period after layout = 1610 ps
Final Hold Viols = 0
and+or+nand+nor area frac = 8.72%
row count = 21
CTS tree = built
final wirelength = 498 um
Diodes inserted = 0
Iteration-0 DRC Markers = 1
via count = 156
hold path startpoint = addr[4]
antenna-violating nets left = 0
Largest Register = addr
initial antenna violation count = 0
IO buf count = 6
Worst slew margin = 89.2%
Power, Total = 369 uW
XORs/XNORs by Area = 8.14%
Min-Delay Path Class = reg -> reg
GPL Wtd Cong = 0.666
number of standard cells reported by yosys = 13
Yosys reg bits = 5
achievable frequency = 620 MHz
## power by group
group          switching [uW]  internal (uW)
logic                    15.9           43.2
clock network            48.7           88.7
registers                13.4            159
total                    78.0            291
## worst max-delay path by stage
stage / to / slack (ps)
4_1_cts: addr[0] / 40
5_1_grt: addr[0] / 1
6_report: addr[1] / 90
## placed cells by master, fill, tap and decap left out
cell type,count
ha_1,2
nor2b_1,1
and3_2,1
inv_1,1
xnor2_1,1
nand3_1,1
clkbuf_1,1
clkbuf_4,3
edfxtp_1,5
xor2_1,1
buf_4,3
clkdlybuf4s50_1,6
## Yosys cell counts (all sizes together)
library cell / count / share of area [%]
inv: 1 / 1.7
nand3: 1 / 2.3
nor2b: 1 / 2.9
edfxtp: 5 / 70
xnor2: 1 / 4.1
ha: 2 / 12
xor2: 1 / 4.1
and3: 1 / 3.5
## timing repair
item | CTS | global route
buffers inserted | 0 | 2
gates resized | 0 | 0
setup endpoints to repair | 0 | 5
## cell type report
cell class	count	area, sq um
clock buffers	4	26.3
fillers	398	3030
inverters	1	3.75
multi-input cells	7	61.3
flip-flops and latches	5	150
well taps	46	57.6
repair buffers	9	82.6
## cell families (layout without fill, tap and decap cells)
| family | count (synthesis) | in the layout |
|---|---|---|
| XOR/XNOR | 2 | 2 |
| adder cells (fa/ha/maj) | 2 | 2 |
| buffers and inverters | 1 | 14 |
| flip-flops | 5 | 5 |
| AND/OR/NAND/NOR | 3 | 3 |
## critical path, cell delays in order (launching register included)
cell	delay, ps
edfxtp_1	410
ha_1	250
and3_2	210
ha_1	170
nor2b_1	130
buf_4	160
## layer usage
metal | wire length [um] | share of wire [%] | track usage, % | vias up
li1 | - | - | - | 73
met1 | 172 | 35 | 1.35 | 70
met2 | 123 | 25 | 1.44 | 13
met3 | 202 | 41 | 3.86 | 0
met4 | 0 | 0 | 0.176 | 0
met5 | 0 | 0 | 0 | -
## metrics by stage
stage	instance area (sq um)	worst slack (ps)	utilization [%]	hold slack, ps	instances
2_1_floorplan	215	98.4	-	526	13
3_3_place_gp	340	119	9.96	561	66
3_5_place_dp	340	68.8	9.96	582	66
4_1_cts	367	44.3	10.7	593	70
5_1_grt	382	1.32	11.2	629	72
6_report	382	87.2	11.2	587	72
Power figures rest on the tool's default switching activity, not on a simulated workload.
